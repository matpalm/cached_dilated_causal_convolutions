### ./config.mk
export PLATFORM = sky130hd
export DESIGN_NAME = po2_multiply
export DESIGN_NICKNAME = po2_multiply
export VERILOG_FILES = /design/flow/design.v
export SDC_FILE = /design/flow/constraint.sdc
export NUM_CORES = 4
export LEC_CHECK = 1
export CORE_UTILIZATION = 40
### ./constraint.sdc
current_design po2_multiply

set clk_period 10.1
set clk_io_pct 0.2

create_clock -name clk0 -period $clk_period [get_ports {clk}]

set non_clock_inputs [all_inputs -no_clocks]
set_input_delay [expr $clk_period * $clk_io_pct] -clock clk0 $non_clock_inputs
set_output_delay [expr $clk_period * $clk_io_pct] -clock clk0 [all_outputs]
### ./design.v
module po2_multiply #(
    parameter W = 16,        
    parameter I = 4          
)(
    input                       clk,
    input                       rst,
    input      signed [W-1:0]   inp,
    input                       zero_weight,       
    input                       negative_weight,   
    input             [W-1:0]   log_2_weight,      
    output reg signed [2*W-1:0] result,            
    output reg                  result_v
);
    localparam
        CHECK_ZERO          = 0,
        PAD_DOUBLE_WIDTH    = 1,
        NEGATE              = 2,
        SHIFT               = 3,
        EMIT_ZERO           = 4,
        DONE                = 5;
    reg [2:0] state = DONE;
    always @(posedge clk or posedge rst) begin
        if (rst) begin
            result_v <= 0;
            state <= CHECK_ZERO;
        end else
            case(state)
                CHECK_ZERO: begin
                    state <= (zero_weight | inp==0) ? EMIT_ZERO : PAD_DOUBLE_WIDTH;
                end
                PAD_DOUBLE_WIDTH: begin
                    result <= { ((inp < 0) ? {I{1'b1}} : {I{1'b0}}), inp, {(W-I){1'b0}} };
                    state <= negative_weight ? NEGATE : SHIFT;
                end
                NEGATE: begin
                    result <= ~result + (1 << I);
                    state <= SHIFT;
                end
                SHIFT: begin
                    result <= result >>> log_2_weight;
                    result_v <= 1;
                    state <= DONE;
                end
                EMIT_ZERO: begin
                    result <= 0;
                    result_v <= 1;
                    state <= DONE;
                end
                DONE: begin
                end
            endcase
    end
endmodule
### ./run.sh
#!/bin/bash
# OpenROAD 26Q1-2900-gdf79404cd8, Yosys 0.63+post, stock flow scripts
make -C /OpenROAD-flow-scripts/flow DESIGN_CONFIG=/design/flow/config.mk WORK_HOME=/design/flow/orfs finish
==> flow_metrics.tcl <==
# place-and-route summary
set metrics [dict create \
    logic_area_um2 3292 \
    maxSlewViolCount 0 \
    use_met3_pct 8.338 \
    area_leaders "edfxtp_1 21%, mux4_2 14%, mux2i_1 7.1%" \
    wl_per_cell_um 27.32 \
    cts-root-buf "clkbuf_16" \
    synthSimpleGateAreaFrac_pct 19.14 \
    io_pins 69 \
    avgSynthCellArea_um2 8.861 \
    crit_arrival_ns 4.73 \
    aoi_share_pct 23.76 \
    yosys_area_um2 4661 \
    setup_violations 0 \
    grt_pass1_wl_um 28860 \
    worst_pin_slew_ns 0.9906 \
    r2r_slack_ns 7.07 \
    insertedDiodeCount 0 \
    p_per_area_nw_per_um2 77.64 \
    tns_ns 0 \
    clock-sinks 36 \
    finalCritPeriodShare_pct 46.87 \
    grt_pass1_vias 4560 \
    cp_cell_sequence "clkdlybuf4s50_1, or4_1, nor3_2, buf_4, a311oi_1, a2111oi_0, o221ai_1" \
    path_buffers 2 \
    warning_count 25 \
    clockBufferDepth 2 \
    max-vdd-ir-drop_uv 59.51 \
    rsz0062_at_grt "no" \
    final.fill_count 1106 \
    edf_count 32 \
    period_needed_ns 4.734 \
    cts_hold_buf 0 \
    fp.dieW_um 109.9 \
    top_cell_area_share_pct 20.62 \
    chipArea_um2 12090 \
    mostFrequentLayoutCells "65 x clkdlybuf4s50_1, 41 x nand2_1, 33 x mux2i_1, 32 x nor2_1, 32 x edfxtp_1" \
    area_delta_synth_final_pct 18.95 \
    drc 0 \
    insertion_delay_ns 0.29 \
    drive_gt1_share_pct 14.41 \
    crit_start "log_2_weight[13]" \
    design.core.area_um2 11370 \
    critical-path-top-delay-family "AND-OR/OR-AND gates" \
    critical-path-max-stage-delay_ns 0.77 \
    place_ws_ns 5.099 \
    post-route-worst-setup-slack_ns 5.366 \
    ys_sh_adder_pct 0.2685 \
    vias 4875 \
    syn-cell-area_um2 4661 \
    path_clk_slew_ns 0.06 \
    die_h_um 109.9 \
    ys.flop_type "edfxtp_1" \
    setup.worst_path.end "result[25]$_DFFE_PP_" \
    cts_tree "done" \
    gp_congestion 0.9646 \
    async_reset_ff_share_pct 11.11 \
    hold_viol_final 0 \
    dr.pass1.iters 5 \
    cts_max_level 2 \
    yosysUniqueCellTypes 68 \
    r2r_cells 5 \
    critPathMaxFanout 27 \
    port-buffer-count 68 \
    fp_util_pct 40.99 \
    dpl.hpwl_um 13870 \
    worstReg2RegStart "result[10]$_DFFE_PP_" \
    slew_headroom_pct 33.51 \
    xor_area_share_pct 3.946 \
    ys.flops 36 \
    syn_inst 526 \
    cts_setup_buffers 0 \
    crit_path_end_kind "register" \
    yosysTopAreaCell "edfxtp_1" \
    yosysWarnings 1 \
    final_common_cell "clkdlybuf4s50_1" \
    outcome "completed" \
    topCombFamilyByArea "AND-OR/OR-AND gates" \
    use_met1_pct 51.47 \
    grtUsageTotal_pct 34.60 \
    startpoint_type "input port" \
    rows 39 \
    synthMuxAreaShare_pct 23.52 \
    gr-usage-met2_pct 51.38 \
    ys_seq_share_pct 22.77 \
    power.leakage_nw 1.827 \
    numCtsBuffers 5 \
    max_freq_mhz 211.3 \
    crit_cells 7 \
    antenna_found_initial 0 \
    via_per_inst 6.915 \
    ctsResizeCount 0 \
    grt_max_degree 54 \
    critPathKind "input port to register" \
    critPathSlowestCell "a2111oi_0" \
    timing.rr.end "result[21]$_DFFE_PP_" \
    grt-busiest-layer "met1" \
    ant_nets 0 \
    flop_area_um2 1061 \
    hp-class "register to register" \
    finalWirelength_um 19260 \
    first_iter_violations 447 \
    fin_skew_ns 0.005610 \
    maxCapViolations 0 \
    grt_remaining_overflow 0 \
    yosysCellCount 526 \
    cp.required_ns 10.10 \
]
[routing by layer]
layer / share of wire, % / vias up
met4: 3.7 / 0
met3: 9.8 / 39
met1: 41 / 2352
met2: 45 / 301
met5: 0 / -
li1: - / 2183
[through the flow]
step           instances  hold slack, ns  area (µm²)  util, %  power (mW)
2_1_floorplan        526          0.4155        4661        -      0.2380
3_3_place_gp         697          0.4649        5404    47.53      0.2752
3_5_place_dp         697          0.4626        5404    47.53      0.2746
4_1_cts              705          0.4827        5544    48.76      0.4326
5_1_grt              705          0.4926        5544    48.76      0.4471
6_report             705          0.4772        5544    48.76      0.4304
[logic make-up (layout without fill, tap and decap cells)]
logic type	after synthesis	after routing
buffers and inverters	74	110
and+or+nand+nor	166	166
muxes	72	72
xor gates and xnor gates	21	21
adders and majority gates	1	1
AOI/OAI and AO/OA	156	156
DFF	36	36
[flip-flops by register name, summed over array words and instances, names as in the netlist]
register  flops
result       32
state         3
result_v      1
[where the power goes]
| part | total, mW | leakage (nW) | switching, mW | internal (mW) |
|---|---|---|---|---|
| Combinational | 0.102 | 1.43 | 0.0539 | 0.0481 |
| Clock | 0.157 | 0.0645 | 0.0665 | 0.0909 |
| Sequential | 0.171 | 0.334 | 0.00576 | 0.165 |
[synth_stat cells, drive strengths merged, types with 3 or more instances]
cell and instances:
a2111oi 4, a211oi 6, a21boi 3, a21oi 23, a221o 3, a221oi 4, a311oi 6, a31o 3
a31oi 20, a41oi 3, and3 4, and4 3, buf 23, clkbuf 38, clkinv 3, dfrtp 4
edfxtp 32, inv 10, mux2 10, mux2i 33, mux4 29, nand2 41, nand2b 6, nand3 10
nand4 6, nand4b 5, nor2 32, nor2b 3, nor3 12, nor4 18, o2111ai 3, o211ai 11
o21ai 18, o221ai 7, o22ai 7, o311ai 3, o31a 3, o31ai 11, o41ai 3, or3 9
or4 10, xnor2 14, xor2 7
[tightest hold or removal path, cell delays in order (launching register included)]
cell and delay [ns]:
dfrtp_1 0.34, a21oi_1 0.04, nand2_1 0.06
[worst min-delay path by stage]
stage	from	end	slack, ns	cells after the start
6_report	result_v$_DFFE_PP0P_	result_v$_DFFE_PP0P_	0.48	2
5_1_grt	result_v$_DFFE_PP0P_	result_v$_DFFE_PP0P_	0.49	2
4_1_cts	result_v$_DFFE_PP0P_	result_v$_DFFE_PP0P_	0.48	2
[final cells by class]
class                   instances  area share [%]
multi-input cells             416           59.38
flip-flops and latches         36           19.14
clock buffers                   6           2.325
repair buffers                 89           14.85
inverters                      13          0.8802
clock inverters                 2          0.2031
well taps                     143           3.227
Power figures rest on the tool's default switching activity, not on a simulated workload.
