## flow/constraint.sdc

```tcl
current_design left_shift_buffer

set clk_period 1.0
set clk_io_pct 0.2

create_clock -name clk0 -period $clk_period [get_ports {clk}]

set non_clock_inputs [all_inputs -no_clocks]
set_input_delay [expr $clk_period * $clk_io_pct] -clock clk0 $non_clock_inputs
set_output_delay [expr $clk_period * $clk_io_pct] -clock clk0 [all_outputs]
```

## flow/design.v

```verilog
`default_nettype none
module left_shift_buffer #(
    parameter W = 16   
)(
    input                     clk,
    input                     rst,
    input signed [W-1:0]      inp,
    output reg signed [W-1:0] out_0,   
    output reg signed [W-1:0] out_1,   
    output reg signed [W-1:0] out_2,   
    output reg signed [W-1:0] out_3    
);
    reg [W-1:0] buffer [0:3];
    integer i;
    assign out_0 = buffer[0];
    assign out_1 = buffer[1];
    assign out_2 = buffer[2];
    assign out_3 = buffer[3];
    initial begin
        for(i=0; i<4; i=i+1)
            buffer[i] <= 0;
    end
    always @(posedge clk or posedge rst) begin
        if (rst) begin
            for(i=0; i<4; i=i+1)
                buffer[i] <= 0;
        end else begin
            buffer[0] <= buffer[1];
            buffer[1] <= buffer[2];
            buffer[2] <= buffer[3];
            buffer[3] <= inp;
        end
    end
endmodule
```

## flow/config.mk

```make
export PLATFORM = sky130hd
export DESIGN_NAME = left_shift_buffer
export DESIGN_NICKNAME = left_shift_buffer
export VERILOG_FILES = /design/flow/design.v
export SDC_FILE = /design/flow/constraint.sdc
export NUM_CORES = 4
export LEC_CHECK = 1
export CORE_UTILIZATION = 30
```

## flow/run.sh

```bash
#!/bin/bash
# OpenROAD 26Q1-2900-gdf79404cd8, Yosys 0.63+post, stock flow scripts
make -C /OpenROAD-flow-scripts/flow DESIGN_CONFIG=/design/flow/config.mk WORK_HOME=/design/flow/orfs finish
```

==> out/results.tsv <==
stage	metric	value	unit
pwr	Pwr per Cell Area	2030	mW/mm^2
routing	number of nets with antenna violations after routing	0	
clocking	CTS Sinks	64	
setup_path	CP arrival	0.83	ns
pwr	leakage	1.26	nW
setup_path	CP Buf/Inv Count	1	
yosys	Top cells by area	dfrtp_1 (100%), inv_1 (0.23%)	
finish	final core utilization	49.3	%
setup_path	Worst Path Max Fanout	2	
final_timing	final hold vios	0	
floorplanning	num rows	26	
yosys	Synthesis Warnings	6	
final_timing	Tcrit/Tclk final	103	%
routing	drt drc	0	
routing	Post-Route WL	3040	um
finish	Finished Cell Area	0.00254	mm^2
placement	Post-DP Area	0.00257	mm^2
yosys	mapped cell area	0.00161	mm^2
setup_path	CP Data Required Time	0.80	ns
finish	Area Overhead vs Synth	58.0	%
placement	RD Place Congestion	0.768	
floorplanning	die height	75.2	um
global_routing	vias in the first global route	965	
final_timing	Slew Limit Fails	0	
final_timing	post-layout worst setup margin	-0.0274	ns
finish	proportion of layout cells with a drive suffix above 1	54.7	%
yosys	syn_area_per_cell	24.7	um^2
routing	WL/cell	12.2	um
finish	Reg with most FFs	buffer	
clocking	CTS Buf Count	9	
worst_hold_path	Hold WC Path Type	in2async	
global_routing	gr ovfl total	0	
clocking	Clock Tree Buf Depth	2	
global_routing	gr usage total	12.2	%
clocking	Hold Buf Count CTS	0	
placement	placed cells	223	
clocking	Max H-tree Level	3	
final_timing	Achievable Freq	973	MHz
finish	most frequent cells in the layout	dfrtp_1 (64), buf_2 (64), buf_4 (18)	
yosys	Top-area cell share	99.8	%
clocking	Worst-path clk slew	0.06	ns
finish	Largest register FFs	64	
yosys	post-synth top area cell	dfrtp_1	
global_routing	antenna violations before repair	0	
pwr	maximum VDD drop	1.37	mV
placement	HPWL after detailed placement	2180	um
flow_run	Max-Cap Viols	0	
final_timing	Clock Skew	0.00514	ns
placement	Place WS	-0.0280	ns
finish	top flop regs	buffer (64)	
setup_path	Worst Setup Start Kind	flip-flop	
setup_path	worst-path cell with the longest stage delay	dfrtp_1	
setup_path	Setup CP Type	reg2out	
clocking	Late-Pin Clk Latency	0.32	ns
final_timing	Fin Setup TNS	-0.404	ns
outcome	failing checks	setup timing	
setup_path	Worst path top cell family by delay	flip-flops	
routing	Antenna Diode Count	0	
setup_path	CP peak stage delay	0.39	ns
outcome	outcome	complete, but fails checks	
floorplanning	placeable core area	0.00514	mm^2
setup_path	CP Depth	1	
final_timing	worst slew pin tran	0.233	ns
setup_path	CP endpoint kind	output pin	
floorplanning	die footprint	0.00565	mm^2
routing	routed vias	926	
final_timing	fin crit period	1.03	ns
clocking	Root Driver	clkbuf_8	
final_timing	RSZ-0062 raised after global routing	yes	
flow_run	tool warnings	27	
finish	logic area	0	um^2
routing	drt pass-1 iters	2	
final_timing	final setup vio count	43	
floorplanning	Die Wd	75.2	um
global_routing	largest net degree at the start of global routing	46	
finish	Comb gates	0	
yosys	Seq share, synth	99.8	%
placement	I/O Buffers	81	
yosys	Post-synth regs	64	
setup_path	worst reg2reg path depth	2	
clocking	CTS tree	done	
finish	fin cells	249	
final_timing	max_slew headroom	84.5	%
yosys	Synth Instances	65	
routing	DR iter-0 viols	21	
routing	vias per std cell	3.72	
floorplanning	I/O Pins	82	
yosys	total cells reported by yosys after synthesis	65	
setup_path	CP cell instances	buf_2	
global_routing	global-route wire length before repair	4750	um
yosys	Unique masters post-synth	2	
yosys	yosys stat area	0.00161	mm^2
floorplanning	Initial Util	31.2	%
synth_stat cells:
master and n:
dfrtp_1 64, inv_1 1
kinds of logic (layout without fill, tap and decap cells):
| kind of cell | count (synthesis) | after routing | share of synthesized area (%) |
|---|---|---|---|
| buffers and inverters | 1 | 115 | 0.234 |
| DFF | 64 | 64 | 99.8 |
per-layer routing:
metal	global-route usage [%]	part of all wire [%]
met3	5.16	7.6
met1	21.0	44
met2	15.4	46
met4	2.88	2.4
met5	0	0
timing repair:
item                                    CTS  global route
endpoints found under the setup margin   64            64
gates resized                           194             0
buffers inserted                         10             2
power by group:
group          total, mW  switching (mW)  internal, mW
registers           2.78          0.0541          2.72
clock network       2.10           0.847          1.25
logic              0.278          0.0874         0.191
through the flow:
stage	power, mW	hold WS [ns]
after CTS	5.23	0.251
after detailed placement	3.21	0.357
after floorplan	2.82	0.231
after global routing	5.39	0.268
final	5.15	0.266
after global placement	3.21	0.356
final cells by class:
class                   count  area [um^2]
inverters                   1         7.51
flip-flops and latches     64         1600
clock buffers              11          151
repair buffers            100          646
well taps                  70         87.6
fillers                   464         2600
clock inverters             3         42.5
path summary, 6_finish.rpt:
check	start	to	slack, ns
setup / recovery	buffer[2][2]	out_2[2]	-0.03
hold / removal	rst	buffer[1][1]	0.27
setup reg to reg	buffer[2][2]	buffer[1][2]	0.26
hold reg to reg	buffer[1][5]	buffer[0][5]	0.36
max in group asynchronous	rst	buffer[0][8]	0.49
min in group clk0	inp[4]	buffer[3][4]	0.31
Power is estimated from default activity; no workload was simulated.
